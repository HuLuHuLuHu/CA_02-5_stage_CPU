File: flow/config.mk
export PLATFORM = sky130hd
export DESIGN_NAME = CP0_regs
export DESIGN_NICKNAME = CP0_regs
export VERILOG_FILES = /design/flow/design.v
export SDC_FILE = /design/flow/constraint.sdc
export NUM_CORES = 4
export LEC_CHECK = 1
export CORE_UTILIZATION = 40
File: flow/constraint.sdc
current_design CP0_regs

set clk_period 7.7
set clk_io_pct 0.2

create_clock -name clk0 -period $clk_period [get_ports {clk}]

set non_clock_inputs [all_inputs -no_clocks]
set_input_delay [expr $clk_period * $clk_io_pct] -clock clk0 $non_clock_inputs
set_output_delay [expr $clk_period * $clk_io_pct] -clock clk0 [all_outputs]
File: flow/design.v
module CP0_regs(
	input clk,
	input rstn,
  input         wen,
	input  [4:0]  waddr,
	input  [31:0] wdata,
	input  [4:0]  raddr,
	output [31:0] rdata,
  input execption,
  input return,
  input  [4:0]  CP0_CAUSE_ExcCode,
  input  [31:0] CP0_EPC,
  input  [5:0]  HW_IP,
  input  CP0_STATUS_BD,
  input  [31:0] CP0_BadVaddr,
  output [31:0] return_addr,
  output CP0_STATUS_EXL,
  output interupt,
  input wire [15:0]btn_key_r,
  output wire soft_int
);
reg [31:0] register [31:0]; 
integer counter;
parameter Count    = 32'd9;
parameter Compare  = 32'd11;
parameter Addr     = 32'd8;
parameter STATUS   = 32'd12;
parameter Cause    = 32'd13;
parameter Exec_pc  = 32'd14;
parameter EXL_MASK = 32'h00000002;
reg  [5:0]  HW_IP_reg;
reg  [1:0]  SW_IP_reg;
wire [1:0]  SW_IP;
wire        TI;  
assign TI = (register[Count] == register[Compare]) & (register[Compare]!=='b0);
assign HW_IP[4:0] = 5'b0;
always @ (posedge clk) begin
  if(~rstn)  begin
    HW_IP_reg <= 6'b0;
    SW_IP_reg<= 2'b0;
    end
  else   begin
    HW_IP_reg <= {TI,HW_IP[4:0]} & register[STATUS][15:10] & {6{register[STATUS][0]}};
    SW_IP_reg <= SW_IP;
    end
end
assign SW_IP = register[Cause][9:8] & register[STATUS][9:8] & {2{register[STATUS][0]}};
reg timer;
always @ (posedge clk) begin
    if(~rstn)
       timer <= 1'b0;
    else 
       timer <= ~timer;
end
always @ (posedge clk)
 begin
        if(~rstn)
             for(counter =0 ; counter<32 ; counter=counter+1)
             begin
              	register[counter] <= 0;
            end
         else if (execption) begin
             register[STATUS]    <= register[STATUS] | EXL_MASK ;
             register[Cause]     <= {CP0_STATUS_BD,HW_IP_reg[5],register[Cause][29:16],HW_IP_reg,register[Cause][9:7],CP0_CAUSE_ExcCode,2'b0};
             register[Exec_pc]   <= CP0_EPC;
             register[Addr]      <= CP0_BadVaddr;
             register[Count] <= register[Count] + timer;
         end
         else if(return)begin
          register[STATUS] <= register[STATUS] & 32'hfffffffd;
         register[Count] <= register[Count] + timer;
         end
         else if (wen) begin
            if(waddr == Cause)
            register[waddr] <= (wdata & 32'b1100_1000_1000_0000_11111111_0_11111_00);
            else if(waddr==Compare)
            register[waddr] <= wdata + 32'd100;
            else
            	register[waddr] <= wdata;
         end
         else begin
              register[Count] <= register[Count] + timer;
            end
   end 
assign rdata         =  register[raddr];
assign return_addr   =  register[Exec_pc];
assign CP0_STATUS_EXL=  register[STATUS][1];
assign interupt      =  (|HW_IP_reg) | (|SW_IP_reg);
assign soft_int      =  |SW_IP_reg;
endmodule
File: flow/run.sh
#!/bin/bash
# OpenROAD 26Q1-2900-gdf79404cd8, Yosys 0.63+post, stock flow scripts
make -C /OpenROAD-flow-scripts/flow DESIGN_CONFIG=/design/flow/config.mk WORK_HOME=/design/flow/orfs finish
==> results.sh <==
# flow metrics
export IMPL_synthTopCellsByCount="1,024 x edfxtp_1, 909 x nor2_1, 258 x clkbuf_1"
export IMPL_yosys_warnings=1
export IMPL_top_area_cell="edfxtp_1"
export IMPL_error="ERROR: Found 5 problems in 'check -assert'."
export IMPL_ys_area_mm2=0.0463
export IMPL_synthFlopType="edfxtp_1"
export IMPL_status="stopped before the end"
export IMPL_yosysUniqueCellTypes=55
export IMPL_stop_stage="synthesis (1_2_yosys)"
export IMPL_most_common_cell="edfxtp_1"
export IMPL_ys_seq_share_pct=66.6
export IMPL_ys_cells=3273
export IMPL_numSynthFlops=1028
export IMPL_synth_top_cell_area_share_pct=66.5
export IMPL_synth_edff_count=1024
export IMPL_top_cells_by_area="edfxtp_1 66%, mux4_2 12%, nor2_1 7.4%"
export IMPL_async_flop_share_pct=0
-- cells by family after synthesis --
family                     share of synthesized area (%)
and+or+nand+nor                                     10.9
buffers and inverters                               2.84
xor gates and xnor gates                            2.15
other                                            0.00810
AOI/OAI and AO/OA                                   3.59
muxes                                               13.8
DFF                                                 66.6
adders and majority gates                         0.0811
