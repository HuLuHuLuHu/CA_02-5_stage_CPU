[run.sh]
#!/bin/bash
# OpenROAD 26Q1-2900-gdf79404cd8, Yosys 0.63+post, stock flow scripts
make -C /OpenROAD-flow-scripts/flow DESIGN_CONFIG=/design/flow/config.mk WORK_HOME=/design/flow/orfs finish
[config.mk]
export PLATFORM = sky130hd
export DESIGN_NAME = reg_file
export DESIGN_NICKNAME = reg_file
export VERILOG_FILES = /design/flow/design.v
export SDC_FILE = /design/flow/constraint.sdc
export NUM_CORES = 4
export LEC_CHECK = 1
export CORE_UTILIZATION = 40
[constraint.sdc]
current_design reg_file

set clk_period 19.2
set clk_io_pct 0.2

create_clock -name clk0 -period $clk_period [get_ports {clk}]

set non_clock_inputs [all_inputs -no_clocks]
set_input_delay [expr $clk_period * $clk_io_pct] -clock clk0 $non_clock_inputs
set_output_delay [expr $clk_period * $clk_io_pct] -clock clk0 [all_outputs]
[design.v]
module reg_file(
	input clk,
	input rstn,
	input wen,
	input [5 - 1:0] waddr,
	input [32 - 1:0] wdata,
	input [5 - 1:0] raddr1,
	input [5 - 1:0] raddr2,
	output [32 - 1:0] rdata1,
	output [32 - 1:0] rdata2
);
reg [32 - 1:0] register [(1<<5) - 1 :0] ; 
integer count;
always @ (posedge clk)
 begin
        if(~rstn)
             for(count =0 ; count<32 ; count=count+1)
              	register[count] <= 0;
         else if (wen) begin
         	if(waddr)
            	register[waddr] <= wdata;
         end
         else;
   end 
assign rdata1 =  register[raddr1];
assign rdata2 =  register[raddr2];
endmodule
==> results.txt <==
Fmax -> 80.1 MHz
Cells in synth_stat.txt -> 4,609
ANT nets after route -> 0
Log Warnings -> 26
Lkg Pwr -> 0.0241 uW
CTS tree -> built
Headroom to the max-slew limit -> 32.6%
CP Launch Type -> input port
Period minus WS final -> 12,490 ps
Max_cap viols -> 0
Grt ovf -> 0
Vias -> 37,799
Yosys reg bits -> 1,024
DR top layer -> met5
Drt drc -> 0
Seq/Total Area, Yosys -> 55.2%
Setup bufs post-CTS -> 0
Port Buffer Count -> 113
Die Height -> 375 um
Worst EP arrival -> 8650 ps
Synth Area per Inst -> 12.1 um^2
CP required -> 15,360 ps
WS Path Type -> in -> out
Clk pin slew, worst setup/hold paths -> 60 ps
CP Capture Type -> primary output
Placer congestion estimate -> 0.892
Synthesis-to-layout area growth -> 12.2%
Max reg flops -> 1,024
Largest net degree at the start of global routing -> 88
Dpl cells -> 6,272
Area reported by Yosys stat -> 55,700 um^2
Core box area -> 138,000 um^2
Fin cells -> 6,478
Worst-margin pin slew -> 1010 ps
Chip area -> 141,000 um^2
Distinct cell type count after synthesis -> 32
H-tree level count -> 3
Sink Count -> 1,024
Critical Path Start -> raddr1[0]
Final period utilization -> 65.0%
Post-DP HPWL -> 109 mm
Initial antenna violation count -> 4
Global-route wire length before repair -> 268 mm
Row count -> 136
Pwr per Cell Area -> 85.6 nW/um^2
Top flop regs -> register x1024
First-pass DRT Iterations -> 7
Final setup fails -> 0
RSZ-0062 raised after global routing -> false
I/O Pins -> 114
Warnings, synthesis -> 1
Worst hold start -> rstn
DRT met1 WL -> 69.3 mm
Synth Instances -> 4,609
Post-CTS Resized -> 0
DRT iter0 DRCs -> 2,567
Initial Util -> 40.4%
Routed WL -> 190 mm
Worst VDD drop -> 0.0753 mV
WL met3 -> 27.3 mm
Clk buf depth -> 3
Cts bufs inserted -> 112
Pins Over Slew Limit -> 0
Final hold vios -> 0
Status -> finished clean
HP Class -> in -> reg
Cell Area, Synth -> 55,700 um^2
Sum Neg Setup Slack -> 0 ps
Clock Tree Root -> clkbuf_16
Largest fanout on the critical path -> 40
DR WL/cell -> 29.4 um
Largest Register -> register
Layout cells sized above 1 -> 8.76%
Die width -> 375 um
GRT Total Usage -> 28.6%
Vias in the first global route -> 38,158
Hold_buf cts -> 0
WL met2 -> 85.6 mm
Vias per inst -> 5.83
-- power by group --
group          internal, uW  switching, uW  leakage (uW)
clock                  1170            890       0.00168
combinational           236            411        0.0126
sequential             2580           58.4       0.00975
total                  3990           1360        0.0241
-- worst paths after layout --
kind,to,slack (ps),depth (start not counted)
max,rdata1[12],6710,10
min,register[30][29]$_SDFFCE_PN0P_,3670,2
-- layer usage --
metal | vias up | track usage, %
li1 | 16839 | -
met1 | 18272 | 36.5
met2 | 2233 | 41.9
met3 | 447 | 16.4
met4 | 8 | 9.48
met5 | - | 2.26
-- cell usage after synthesis (all sizes together) --
cell    count  share of area (%)
a21oi     192                1.7
a22o      128                2.0
a22oi     192                2.6
a31oi      64               0.72
and2      994                 11
buf       176                1.8
clkbuf    274                1.9
conb        1             0.0067
edfxtp   1024                 55
inv         1             0.0067
mux2i    1024                 18
nand2     197                1.3
nand2b      4              0.045
nand3     193                1.7
nand3b      3              0.040
nand4       1              0.011
nand4b      1              0.016
nor2       35               0.33
nor2b       4              0.045
nor3       64               0.57
o21ai      31               0.28
or2         2              0.022
or3         2              0.031
or3b        2              0.031
-- per-stage QoR --
stage	util, %	setup slack (ps)	power, uW	hold WS (ps)	cell area (um^2)
after global placement	42.9	6930	3320	4400	59100
after global routing	45.4	6710	5510	3670	62500
after CTS	45.4	6870	5370	3620	62500
after floorplan	-	10350	3050	4040	55800
after detailed placement	42.9	6860	3330	4400	59100
final	45.4	6710	5350	3670	62500
-- critical path: stages --
cell	delay, ps
clkdlybuf4s50_1	600
nor2b_4	730
buf_4	630
buf_4	690
buf_4	740
a22o_1	250
nor3_1	80
a31oi_1	330
nand3_1	210
clkdlybuf4s50_1	460
-- layout by cell type (no fill, tap or decap), drive strengths merged, types with 110 or more instances in the layout --
cell type      instances
clkdlybuf4s50        110
edfxtp              1024
clkbuf               143
a22o                 128
nand2                197
mux2i               1024
a21oi                192
a22oi                192
nand3                193
and2                 994
buf                  178
-- cell families after synthesis --
kind of cell | after synthesis | synth area share (%)
compound gates | 607 | 7.32
buf+inv | 451 | 3.71
flops | 1024 | 55.2
mux | 1024 | 18.4
other cells | 1 | 0.00673
simple gates | 1502 | 15.4
-- layout make-up --
type,instances,area (um^2)
repair buffers,288,2500
clock inverters,59,469
fillers,12119,75300
inverters,1,3.75
flip-flops and latches,1024,30700
clock buffers,143,2960
multi-input cells,3165,23600
diodes,4,10.0
well taps,1794,2240
Power and IR drop assume default switching activity.
